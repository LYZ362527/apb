==> ./design.v <==
module apb3_master
#(
    parameter RD_FLAG = 8'd0,    
    parameter WR_FLAG = 8'd1,    
    parameter CMD_RW_FLAG_WIDTH = 8,     
    parameter CMD_ADDR_WIDTH = 16,       
    parameter CMD_DATA_WIDTH = 32,       
    parameter CMD_WIDTH = CMD_RW_FLAG_WIDTH + CMD_ADDR_WIDTH
    + CMD_DATA_WIDTH     
)
(
    input wire pclk,     
    input wire prst_n,   
    input wire [CMD_WIDTH-1:0] cmd,  
    input wire cmd_valid,    
    input wire prdata,   
    input wire pready,   
    input wire pslverr,  
    output reg [CMD_DATA_WIDTH-1:0] cmd_rdata,   
    output reg pwrite,   
    output reg psel,     
    output reg penable,  
    output reg [CMD_ADDR_WIDTH-1:0] paddr,   
    output reg [CMD_DATA_WIDTH-1:0] pwdata  
);
localparam IDLE = 2'd0;
localparam SETUP = 2'd1;
localparam ACCESS = 2'd3;
reg [1:0] state, next_state;
reg start_flag;  
reg [CMD_WIDTH-1:0] cmd_reg;     
reg [CMD_DATA_WIDTH-1:0] prdata_reg;     
always @(posedge pclk or negedge prst_n) begin
    if(!prst_n)
        start_flag <= 1'b0;
    else if(cmd_valid && pready)    
        start_flag <= 1'b1;
    else
        start_flag <= 1'b0;
end
always @(posedge pclk or negedge prst_n) begin
    if(!prst_n)
        cmd_reg <= {CMD_WIDTH{1'b0}};
    else if(cmd_valid && pready)
        cmd_reg <= cmd;
    else
        cmd_reg <= cmd_reg;
end
always @(posedge pclk or negedge prst_n) begin
    if(!prst_n)
        prdata_reg <= {CMD_DATA_WIDTH{1'b0}};
    else if(psel && penable && pready)
        prdata_reg <= prdata;
    else
        prdata_reg <= prdata_reg;
end
always @(posedge pclk or negedge prst_n) begin
    if(prst_n == 1'b0)
        state <= IDLE;
    else
        state <= next_state; 
end
always @(*) begin
    case (state)
        IDLE: if(start_flag) next_state = SETUP;
        else next_state = IDLE;
        SETUP: next_state = ACCESS;
        ACCESS: if(!pready) next_state = ACCESS;
        else if(start_flag) next_state = SETUP;
        else next_state = IDLE;
        default: next_state = IDLE;
    endcase
end
always @(posedge pclk or negedge prst_n) begin
    if(!prst_n) begin
      psel <= 1'b0;
      pwrite <= 1'b0;
      penable <= 1'b0;
      paddr <= {CMD_ADDR_WIDTH{1'b0}};
      pwdata <= {CMD_DATA_WIDTH{1'b0}};
    end 
    else if(next_state == IDLE) begin
        pwrite <= 1'b0;
        penable <= 1'b0;
    end
    else if(next_state == SETUP) begin
        psel <= 1'b1;
        paddr <= cmd_reg[CMD_WIDTH-CMD_RW_FLAG_WIDTH-1 -:CMD_ADDR_WIDTH];
        if(cmd_reg[CMD_WIDTH-1 -:CMD_RW_FLAG_WIDTH] == RD_FLAG)
            pwrite <= 1'b0;
        else begin
            pwrite <= 1'b1;
            pwdata <= cmd_reg[CMD_WIDTH-CMD_RW_FLAG_WIDTH-CMD_ADDR_WIDTH-1 -:CMD_DATA_WIDTH];
        end
    end
    else if(next_state == ACCESS) begin
      penable <= 1'b1;
    end
end
always @(posedge pclk or negedge prst_n) begin
    if(!prst_n)
        cmd_rdata <= {CMD_DATA_WIDTH{1'b0}};
    else
        cmd_rdata <= prdata_reg;
end
endmodule
==> ./run.sh <==
#!/bin/bash
# OpenROAD 26Q1-2900-gdf79404cd8, Yosys 0.63+post, stock flow scripts
make -C /OpenROAD-flow-scripts/flow DESIGN_CONFIG=/design/flow/config.mk WORK_HOME=/design/flow/orfs finish
==> ./config.mk <==
export PLATFORM = sky130hd
export DESIGN_NAME = apb3_master
export DESIGN_NICKNAME = apb3_master
export VERILOG_FILES = /design/flow/design.v
export SDC_FILE = /design/flow/constraint.sdc
export NUM_CORES = 4
export LEC_CHECK = 1
export CORE_UTILIZATION = 50
==> ./constraint.sdc <==
current_design apb3_master

set clk_period 5.9
set clk_io_pct 0.2

create_clock -name clk0 -period $clk_period [get_ports {pclk}]

set non_clock_inputs [all_inputs -no_clocks]
set_input_delay [expr $clk_period * $clk_io_pct] -clock clk0 $non_clock_inputs
set_output_delay [expr $clk_period * $clk_io_pct] -clock clk0 [all_outputs]
==> flow_metrics.py <==
# Generated from Yosys and OpenROAD reports
metrics = {
    "status": {
        "outcome": "complete, no violations",
    },
    "setup_path": {
        "r2r_end": "pwdata[29]",
        "critical_path.startpoint": "pready",
        "cp-end-kind": "flip-flop",
        "criticalPathCategory": "primary input to flip-flop",
        "crit_chain": "clkdlybuf4s50_1, inv_1, a21oi_1, ha_1, nand2b_1, a21oi_4, buf_4, mux2_4",
        "rrSetupSlack_ps": 3360,
        "max_stage_delay_ps": 570,
        "r2r-start": "state[0]",
        "cp.arrival_ps": 3840,
        "critPathRequiredTime_ps": 6280,
        "critPathLaunchType": "primary input",
        "r2r_cells": 7,
        "cp_slowest_cell": "clkdlybuf4s50_1",
        "crit_path_end": "pwdata[29]",
        "worst-path-max-fanout": 21,
    },
    "finish": {
        "mi_logic_area_mm2": 0.00158,
        "post-route-util": 0.718,
        "seq_area_mm2": 0.00283,
        "fin_area_mm2": 0.00633,
        "n_fill_cell": 601,
        "areaGrowthSynthToFinish_pct": 37.5,
        "final_common_cell": "dfrtp_1",
        "final_layout_top_logic_cells": "dfrtp_1, clkdlybuf4s50_1, mux2_2",
        "drive_gt1_frac": 0.347,
        "largest_register_ffs": 56,
    },
    "synthesis": {
        "synth_chip_area_mm2": 0.00460,
        "logic_family": "multiplexers",
        "ys.flops": 113,
        "top_area_frac": 0.609,
        "syn_area_mm2": 0.00460,
        "synthXorXnorAreaFrac": 0,
        "synthAoiAreaFrac": 0.00625,
        "postSynthSeqShare": 0.615,
        "avgSynthCellArea_um2": 16.1,
        "yosys_warnings": 1,
        "synthAdderAreaFrac": 0.00816,
        "ys_types": 23,
        "largest_area_cell": "dfrtp_1",
        "synth.area.mux_share": 0.286,
        "synth-simple-area-share": 0.0144,
        "synthCells": 285,
        "yosys_cells": 285,
        "area_leaders": "dfrtp_1, mux2_2, mux2_4",
    },
    "floorplanning": {
        "num_rows": 34,
        "die-width_um": 97.9,
        "floorplan.core_util": 0.523,
        "io_pins": 145,
        "core_mm2": 0.00881,
        "die_area_mm2": 0.00959,
        "die_h_um": 97.9,
    },
    "power": {
        "switching_share": 0.199,
        "pwr-share-comb": 0.157,
        "p_int_uw": 1940,
        "p_sw_uw": 484,
        "power_leakage_uw": 0.00281,
        "clkPwrFrac": 0.434,
        "p_per_area_mw_per_mm2": 384,
        "vdd_drop_max_v": 0.000255,
        "pwr-share-seq": 0.409,
    },
    "placement": {
        "dp_hpwl_mm": 5.09,
        "gp_congestion": 0.711,
        "io_buffers": 112,
        "place_area_mm2": 0.00570,
    },
    "global_route": {
        "grt_max_degree": 59,
        "grt_pass1_wl_mm": 13.8,
        "overflow": 0,
        "grt_pass1_vias": 2784,
        "grt_usage": 0.190,
        "grt_antenna_before_repair": 0,
    },
    "clocking": {
        "cts_tree": "done",
        "cts_root_buf": "clkbuf_8",
        "postCtsSetupRepairBufs": 0,
        "clk_latency_ps": 500,
        "htreeDepth": 4,
        "ctsHoldBuffers": 0,
        "clock-sinks": 113,
        "path_clk_slew_ps": 50,
        "numCtsBuffers": 17,
        "cts_resized": 0,
        "clock_path_buffers": 2,
    },
    "route": {
        "drt_pass1_iterations": 24,
        "drc": 0,
        "diodes": 0,
        "drtIter0Drc": 64,
        "drt-wirelength-per-cell_um": 15.0,
        "vias": 2566,
        "totalWireLength_mm": 7.96,
        "viasPerCell": 4.85,
        "antenna_left": 0,
    },
    "sta": {
        "report.final.slew_viol_count": 0,
        "rsz0062_at_grt": "false",
        "hold_violations": 0,
        "final.setup.tns_ps": 0,
        "fin_crit_sh": 0.587,
        "worst_pin_slew_ps": 795,
        "relSlewSlack": 0.468,
        "setup_violations": 0,
        "hold_slack_ps": 369,
        "fin_crit_ps": 3460,
        "fin_skew_ps": 9.09,
        "fmax_ghz": 0.289,
    },
    "run": {
        "warnings": 29,
        "maxCapViolCount": 0,
    },
    "worst_hold_path": {
        "hold_path_class": "flip-flop to flip-flop",
        "min_path_cells": 0,
    },
}
[cell usage after synthesis]
library cell and n:
mux2_2 76, ha_1 3, o21ai_0 1, nor2_1 1
a21oi_1 3, inv_1 4, nor4_2 2, a21oi_2 1
buf_2 7, conb_1 1, nand3_1 1, or2_2 1
clkbuf_1 1, mux2_4 30, nand2b_1 1, dfstp_2 1
and2_1 1, nand2_1 2, mux2i_1 1, buf_4 31
dfrtp_1 112, nor2b_1 1, buf_6 3
[kinds of logic after synthesis]
logic type / count (synthesis)
other: 1
flip-flops: 113
AND-OR/OR-AND: 5
multiplexers: 107
buffers and inverters: 46
adder cells (fa/ha/maj): 3
AND/OR/NAND/NOR: 10
[worst max-delay path, delay by kind of cell]
kind            cells  cell delay [ps]
simple gates        1               90
compound gates      2              880
mux                 1              340
fa+ha+maj           1              230
buf+inv             3             1110
[cell type report]
class	instances	share of cell area
inverter	4	0.00237
clock inverter	9	0.0247
multi-input combinational	156	0.249
clock buffer	23	0.0738
sequential	113	0.447
tap	108	0.0214
timing repair buffer	116	0.182
[metrics by stage]
step	power, uW	instances	setup WS [ps]
final	2430	529	2440
after global routing	2550	529	2270
after CTS	2470	529	2390
after detailed placement	1390	497	1880
after global placement	1380	497	1890
after floorplan	1150	315	3150
[layer usage]
metal / global-route usage / routed length [um] / share of wire
met5: 0 / 0 / 0
met3: 0.0698 / 686 / 0.086
met2: 0.277 / 3730 / 0.47
met4: 0.0186 / 66 / 0.0083
met1: 0.302 / 3480 / 0.44
[power by group through the flow]
stage / logic (uW) / registers (uW) / clock network, uW
6_report: 382 / 993 / 1050
5_1_grt: 419 / 1010 / 1120
4_1_cts: 391 / 995 / 1080
[worst min-delay path by stage]
stage | startpoint | endpoint | slack (ps)
after CTS | prdata_reg | cmd_rdata[0] | 370
after global routing | prdata_reg | cmd_rdata[0] | 390
final | prdata_reg | cmd_rdata[0] | 370
Power figures rest on the tool's default switching activity, not on a simulated workload.
